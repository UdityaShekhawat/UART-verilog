`flow/design.v`:
```
module receiver(
input clk,reset_n,
input rx,s_tick,
output [7:0]rx_dout,
output reg rx_done_tick
    );
   reg [1:0] Q,Q_next;
   localparam s_idle=0,s_start=1,s_data=2,s_stop=3;
   reg[3:0]count,count_next;
   reg[$clog2(8)-1:0]n,n_next;
   reg[7:0] b_reg,b_next;
   always@(posedge clk or negedge reset_n)
   begin
        if(~reset_n)
         begin 
            Q<= s_idle;
            count<=0;
            n<=0;
            b_reg<=0;
         end
        else
         begin
             Q<= Q_next;
            count<=count_next;
             n<=n_next;
             b_reg<=b_next;
         end   
   end
   always@(*)
   begin
    Q_next= Q;
    n_next=n;
    b_next=b_reg;
   count_next=count;
   rx_done_tick=1'b0;
        case(Q)
            s_idle: 
                if(rx==0)
                    begin
                    count_next=0;
                    Q_next=s_start;
                    end
            s_start:if(s_tick==1)
                              begin
                                    if(count==7) 
                                    begin
                                        count_next=0;
                                        n_next=0;
                                        Q_next=s_data;
                                    end
                                    else 
                                    begin
                                    count_next=count+1;
                                    end
                               end
            s_data: if(s_tick==1)
                        begin
                              if(count==15)
                              begin
                                count_next =0;
                                b_next={rx,b_reg[7:1]};
                                                if(n==7) Q_next=s_stop;
                                                else n_next=n+1;
                              end
                              else count_next=count+1;
                        end
            s_stop:if(s_tick==1)
                    begin
                      if(count==15)
                       begin
                         rx_done_tick=1;
                         Q_next=s_idle;
                       end
                       else count_next=count+1;
                    end
            default: Q_next=s_idle;
        endcase
   end
   assign rx_dout=b_reg;
endmodule
```
`flow/run.sh`:
```
#!/bin/bash
# OpenROAD 26Q1-2900-gdf79404cd8, Yosys 0.63+post, stock flow scripts
make -C /OpenROAD-flow-scripts/flow DESIGN_CONFIG=/design/flow/config.mk WORK_HOME=/design/flow/orfs finish
```
`flow/config.mk`:
```
export PLATFORM = sky130hd
export DESIGN_NAME = receiver
export DESIGN_NICKNAME = receiver
export VERILOG_FILES = /design/flow/design.v
export SDC_FILE = /design/flow/constraint.sdc
export NUM_CORES = 4
export LEC_CHECK = 1
export CORE_AREA = 10 10 81 81
export DIE_AREA = 0 0 91 91
```
`flow/constraint.sdc`:
```
current_design receiver

set clk_period 2.3
set clk_io_pct 0.2

create_clock -name clk0 -period $clk_period [get_ports {clk}]

set non_clock_inputs [all_inputs -no_clocks]
set_input_delay [expr $clk_period * $clk_io_pct] -clock clk0 $non_clock_inputs
set_output_delay [expr $clk_period * $clk_io_pct] -clock clk0 [all_outputs]
```
==> flow_summary.json <==
{
  "die_h_um": 91,
  "critPathArrivalTime_ns": 1.68,
  "largest_register_ffs": 8,
  "synth.area.top_cells": "dfrtp_1, mux2_2, nand2_1, ha_1, o21ai_0",
  "p_leak_nw": 0.4987,
  "num_rows": 25,
  "yosys_area_sq_um": 975.9,
  "number_of_openroad_warnings": 25,
  "maximum_number_of_pins_on_one_net_before_global_route_repair": 20,
  "synth-edff-count": 0,
  "cts.sink_count": 19,
  "post_drt_via_cell_ratio": 4.320,
  "internal-power_uw": 860.7,
  "cts_post_setup_buffers_inserted": 0,
  "post_synth_fa_ha_maj_area_fraction_pct": 3.846,
  "mux_share_of_post_synthesis_cell_area_pct": 11.41,
  "worst_path_max_delay_cell": "clkdlybuf4s50_1",
  "p_per_area_nw_per_um2": 995.3,
  "worst_path_dominant_cell_family": "buffers and inverters",
  "finalWeightedCongestion": 0.9084,
  "grt_pass1_vias": 731,
  "wl_per_cell_um": 11.36,
  "hold_crit_class": "reg2reg",
  "synth-cells-yosys": 86,
  "clock_path_buffers": 2,
  "global_route_wire_length_before_repair_um": 3325,
  "p_total_mw": 1.228,
  "post-route-util_pct": 25.61,
  "crit_path_start": "s_tick",
  "yosys.area_share.simple_pct": 17.56,
  "max_stage_delay_ns": 0.54,
  "tritoncts": "done",
  "cts_hold_buf": 0,
  "finalCriticalPeriod_ns": 2.142,
  "holdCritStartpoint": "b_reg[0]",
  "synth_top_flop_cell": "dfrtp_1",
  "detailed_route_wl_um": 1920,
  "syn2layout_area_growth_pct": 26.41,
  "core_util_floorplan_pct": 20.26,
  "initialDrtViolationCount": 72,
  "placed_area_sq_um": 1185,
  "drt.antenna.violating_nets": 0,
  "num_vias": 730,
  "max-slew-margin-rel_pct": 73.10,
  "max_cap_violations": 0,
  "final_area_sq_um": 1234,
  "synth-async-reset-ratio_pct": 100.0,
  "finalHoldViolCount": 0,
  "grt_setup_unrepaired": "false",
  "grt_overflow": 0,
  "clkLatencyLatePin_ns": 0.25,
  "timing.setup.critical_path_class": "in2out",
  "netlist-cell-type-count": 33,
  "endpoint_kind": "output pin",
  "power.net_switching_uw": 367.2,
  "synthDominantAreaCellType": "dfrtp_1",
  "ir_worst_vdd_uv": 567.5,
  "number_of_register_bits_inferred_by_synthesis": 19,
  "synthTopLogicFamily": "simple AND/OR/NAND/NOR gates",
  "result_of_the_run": "finished, final reports clean",
  "critical_path_peak_fanout": 2,
  "critical_path.cell_chain": "clkdlybuf4s50_1 > nand4_4 > nor2_1 > clkdlybuf4s50_1",
  "fin_skew_ns": 0.001164,
  "setup-tns-final_ns": 0,
  "post_synth_most_frequent_cells": "dfrtp_1, nand2_1, mux2_2",
  "cts-root-buf": "clkbuf_8",
  "synth.avg_cell_area_sq_um": 11.35,
  "switching_share_pct": 29.90,
  "chip_area_sq_um": 8281,
  "post_cts_resized": 0,
  "synth_top_area_share_pct": 46.15,
  "drt_pre_antenna_iters": 4,
  "n_antenna_cell": 0,
  "place_worst_setup_slack_ns": 0.1331,
  "floorplan.core_area_sq_um": 4817,
  "netlist_area_sq_um": 975.9,
  "post_route_cells_drive_above_1_share_pct": 20.59,
  "yosys.area_share.aoi_pct": 15.77,
  "synth-warning-count": 1,
  "count_of_buffers_from_port_buffering": 12,
  "required_ns": 1.84,
  "worst_path_buf_inv": 2,
  "detail_route.drc_violations": 0,
  "power.share.combinational_pct": 33.4,
  "clkSlewWorstSetupHoldPaths_ns": 0.07,
  "reg2reg_from": "count[1]",
  "dieWidth_um": 91,
  "timing_worst_slew_pin_value_ns": 0.4004,
  "finalSetupViolCount": 0,
  "synthCells": 86,
  "timing.final.max_slew_violations": 0,
  "worst_path_most_repeated_cell": "clkdlybuf4s50_1",
  "netlist.top_cell.by_instances": "dfrtp_1",
  "finalWorstSetupSlack_ns": 0.1583,
  "yosys.stat.seqShare_pct": 48.85,
  "numCtsBuffers": 3,
  "h-tree-depth": 1,
  "seqPwrFrac_pct": 47.4,
  "clock.fmax_ghz": 0.4669,
  "io-pin-count": 13,
  "clockPowerShare_pct": 19.3,
  "startpoint_type": "input port",
  "place_hpwl_um": 1420,
  "post-route-period-util_pct": 93.12,
  "synth-xor-area-share_pct": 0,
  "antenna_found_initial": 0,
  "groute.usage.overall_pct": 4.682
}
-- power by group through the flow --
stage | combinational [mW] | clock, mW | sequential, mW
CTS | 0.420 | 0.245 | 0.582
global route | 0.462 | 0.265 | 0.603
finish | 0.410 | 0.237 | 0.582
-- placed cells by master (no fill, tap or decap), types with 2 or more instances in the layout --
master	netlist	routed
nand4b_1	2	2
a41o_1	2	2
inv_1	2	2
a21boi_0	2	2
clkdlybuf4s50_1	0	12
nor3b_1	2	2
a21oi_1	2	2
nor2_1	2	2
clkbuf_8	0	3
nand2_1	11	11
ha_1	3	3
o21ai_0	7	7
nand3_1	2	2
and3_1	3	3
dfrtp_1	18	18
buf_4	1	3
mux2_2	9	9
-- routing by layer --
| layer | GRT usage, % | vias to the layer above | part of all wire, % |
|---|---|---|---|
| met5 | 0 | - | 0 |
| met4 | 0.3916 | 0 | 0.42 |
| met3 | 1.826 | 2 | 6.6 |
| met2 | 7.518 | 16 | 48 |
| met1 | 6.096 | 359 | 45 |
| li1 | - | 353 | - |
-- path summary, 6_finish.rpt --
| kind | slack (ns) | end | cells past startpoint |
|---|---|---|---|
| min | 0.51 | b_reg[0] | 1 |
| min reg2reg | 0.51 | b_reg[0] | 1 |
| max reg2reg | 0.50 | b_reg[2] | 5 |
| max in group asynchronous | 1.51 | Q[0] | 2 |
| max | 0.16 | rx_done_tick | 4 |
| min in group asynchronous | 0.53 | Q[3] | 2 |
-- cells by family after synthesis --
| logic type | after synthesis |
|---|---|
| compound gates | 20 |
| simple gates | 29 |
| flops | 19 |
| buf+inv | 5 |
| fa+ha+maj | 3 |
| mux | 10 |
-- cell type report --
cell class                 instances  area (sq um)
fill                             524          3583
timing repair buffer              15         142.6
clock buffer                       3         41.29
sequential                        19         476.7
multi-input combinational         62         474.2
inverter                           2         7.507
tap                               67         83.83
clock inverter                     1         7.507
-- metrics by stage --
stage / hold WS, ns / std cells
6_report: 0.5088 / 169
5_1_grt: 0.5341 / 169
4_1_cts: 0.5132 / 169
3_5_place_dp: 0.4955 / 165
3_3_place_gp: 0.4918 / 165
2_1_floorplan: 0.1644 / 86
No activity file was given, so power comes from the tool's default toggle rates.
