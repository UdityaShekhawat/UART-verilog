[./config.mk]
export PLATFORM = sky130hd
export DESIGN_NAME = timer
export DESIGN_NICKNAME = timer
export VERILOG_FILES = /design/flow/design.v
export SDC_FILE = /design/flow/constraint.sdc
export NUM_CORES = 4
export LEC_CHECK = 1
export CORE_AREA = 10 10 75 75
export DIE_AREA = 0 0 85 85
[./constraint.sdc]
current_design timer

set clk_period 1.7
set clk_io_pct 0.2

create_clock -name clk0 -period $clk_period [get_ports {clk}]

set non_clock_inputs [all_inputs -no_clocks]
set_input_delay [expr $clk_period * $clk_io_pct] -clock clk0 $non_clock_inputs
set_output_delay [expr $clk_period * $clk_io_pct] -clock clk0 [all_outputs]
[./design.v]
module timer(
input clk,
input reset_n,
input enable,
input [7:0]Final_value,
output done
    );
reg[7:0] Q,Q_next;
always@(posedge clk or negedge reset_n)
begin
   if(~reset_n) Q<=8'b0;
   else if(enable)Q<=Q_next;
   else Q<=Q;
end
always@(*)
begin
    Q_next= done?1'b0:Q+1;
end
assign done = Q==Final_value;
endmodule
[./run.sh]
#!/bin/bash
# OpenROAD 26Q1-2900-gdf79404cd8, Yosys 0.63+post, stock flow scripts
make -C /OpenROAD-flow-scripts/flow DESIGN_CONFIG=/design/flow/config.mk WORK_HOME=/design/flow/orfs finish
==> results_dict.tcl <==
# collected from the flow reports
set metrics [dict create \
    clock.fmax_mhz 626 \
    yosys_area_um2 508 \
    fp.dieH_um 85 \
    drt-pass1-iter-count 4 \
    crit_slowest_cell "dfrtp_1" \
    regMostFlops "Q" \
    io_pins 12 \
    power_mw 0.825 \
    gp_congestion 0.846 \
    synth.ff_latch_count 8 \
    wire_per_inst_um 9.43 \
    cts_tree "built" \
    synth_area_per_cell_um2 9.58 \
    dpl_cell_area_um2 746 \
    cts_made_buffers 3 \
    ctsHoldBuffers 0 \
    min_period_ns 1.60 \
    ys_seq_frac 0.394 \
    peakVddDrop_mv 0.220 \
    nFillCells 429 \
    clkPwrFrac 0.267 \
    path_clk_slew_ns 0.04 \
    fin_util 0.197 \
    status "finished, final reports clean" \
    largest_reg_flops 8 \
    grt_pass1_vias 471 \
    drc 0 \
    portBuffers 11 \
    cts_root_buf "clkbuf_8" \
    cap_violations 0 \
    endpoint_kind "output port" \
    slowest_delay_ns 0.38 \
    path_cells "xnor2_1, nand4_1, nor2_4, dlygate4sd2_1" \
    ys.warnings.count 1 \
    grt_setup_unrepaired "no" \
    grt_max_degree 9 \
    critPathKind "reg2out" \
    netlist_instances 53 \
    ant_nets 0 \
    tightest_slew_ns 0.376 \
    die_area_um2 7230 \
    cts_max_level 1 \
    drt-total-wl_mm 1.21 \
    core_area_um2 4060 \
    slew_viol_final 0 \
    seqPwrFrac 0.333 \
    viasPerCell 3.66 \
    syn_area_um2 508 \
    grt_pass1_wl_mm 2.07 \
    leakage_nw 0.340 \
    tool_warnings 25 \
    initCoreUtil 0.125 \
    num_vias 468 \
    cp.arrival_ns 1.26 \
    clkLatencyLatePin_ns 0.22 \
    relSlewSlack 0.749 \
    cts_buffer_depth 2 \
    crit_path_max_fanout 2 \
    clock_skew_ns 0.000733 \
    synth.distinct_cells 20 \
    switching_share 0.301 \
    start_kind "flip-flop" \
    cp.required_ns 1.36 \
    setup_violations 0 \
    globalRouteOverflowTotal 0 \
    top_regs "Q x8" \
    ys_cells 53 \
    dp_hpwl_um 910 \
    die_x_um 85 \
    globalRouteTotalUtil 0.0335 \
    final_layout_size_suffix_gt1_frac 0.256 \
    num_rows 23 \
    p_int_mw 0.577 \
    numClockSinks 8 \
    synthToLayoutAreaGrowth_pct 57.1 \
    combPwrFrac 0.400 \
    antenna_found_initial 0 \
    cellPowerDensity_nw_per_um2 1030 \
    drtIter0Drc 44 \
    setup_tns_ns 0 \
    power_switching_mw 0.248 \
    final_cell_area_um2 798 \
    hold_class "in2async" \
    antenna_cells 0 \
    finalHoldViolCount 0 \
    finalClockPeriodUsage 0.939 \
]
cell families after synthesis:
| kind of cell | after synthesis | synth area share |
|---|---|---|
| AND-OR/OR-AND | 10 | 0.131 |
| buffers and inverters | 3 | 0.0271 |
| XOR/XNOR | 11 | 0.190 |
| adder cells (fa/ha/maj) | 1 | 0.0246 |
| flip-flops | 8 | 0.394 |
| AND/OR/NAND/NOR | 18 | 0.192 |
| multiplexers | 2 | 0.0419 |
critical path, delay by kind of cell, from the launching register on:
family / cells / cell delay [ns]
flops: 1 / 0.38
simple gates: 2 / 0.30
buf+inv: 1 / 0.20
xor+xnor: 1 / 0.15
power groups by stage:
stage                 sequential [mW]  clock [mW]  combinational [mW]
final                           0.274       0.220               0.330
after global routing            0.278       0.245               0.361
after CTS                       0.275       0.227               0.326
layer usage:
| layer | vias to the layer above | GRT usage | wire (um) |
|---|---|---|---|
| met1 | 218 | 0.0422 | 552 |
| li1 | 237 | - | - |
| met4 | 0 | 0.00599 | 0 |
| met2 | 13 | 0.0477 | 493 |
| met5 | - | 0 | 0 |
| met3 | 0 | 0.0212 | 161 |
cell usage in the layout, fill, tap and decap left out, drive strengths merged:
cell / n
a211oi: 2
a21oi: 5
and3: 2
buf: 13
clkbuf: 3
clkdlybuf4s50: 2
dfrtp: 8
dlygate4sd2: 9
ha: 1
inv: 1
mux2: 1
mux2i: 1
nand2: 4
nand2b: 2
nand3: 2
nand4: 4
nor2: 4
o21ai: 2
o22ai: 1
xnor2: 10
xor2: 1
stage by stage:
step                std cells  setup WS [ns]  hold WS [ns]
global route              128         0.0113         0.423
detailed placement        122         -0.339         0.571
CTS                       128         0.0836         0.410
global placement          122         -0.330         0.566
finish                    128          0.103         0.404
floorplan                  53          0.438        0.0444
cells in the mapped netlist (all sizes together):
cell type | instances | area [um^2]
xnor2 | 10 | 87.6
dfrtp | 8 | 200
a21oi | 5 | 25.0
nand2 | 4 | 15.0
nand4 | 4 | 25.0
nor2 | 4 | 22.5
a211oi | 2 | 25.0
and3 | 2 | 12.5
nand2b | 2 | 12.5
nand3 | 2 | 10.0
o21ai | 2 | 10.0
buf | 1 | 5.00
clkbuf | 1 | 5.00
ha | 1 | 12.5
inv | 1 | 3.75
mux2 | 1 | 11.3
mux2i | 1 | 10.0
o22ai | 1 | 6.26
xor2 | 1 | 8.76
worst paths after layout:
path,startpoint,cells past startpoint,to,slack [ns]
worst max-delay path,Q[0]$_DFFE_PN0P_,4,done,0.10
worst min-delay path,reset_n,1,Q[3]$_DFFE_PN0P_,0.40
worst max register to register,Q[0]$_DFFE_PN0P_,6,Q[4]$_DFFE_PN0P_,0.28
worst min register to register,Q[0]$_DFFE_PN0P_,3,Q[0]$_DFFE_PN0P_,0.62
max in group asynchronous,reset_n,1,Q[2]$_DFFE_PN0P_,1.03
min in group clk0,Q[0]$_DFFE_PN0P_,3,Q[0]$_DFFE_PN0P_,0.62
area by class of cell:
| class | instances | area [um^2] | area share |
|---|---|---|---|
| repair buffers | 24 | 196 | 0.246 |
| flip-flops and latches | 8 | 200 | 0.251 |
| well taps | 50 | 62.6 | 0.0784 |
| inverters | 1 | 3.75 | 0.00470 |
| multi-input cells | 42 | 294 | 0.368 |
| clock buffers | 3 | 41.3 | 0.0517 |
what timing repair did:
action	CTS	global route
buffers inserted	3	0
pin swaps	6	3
endpoints found under the setup margin	1	1
gates resized	9	0
gates cloned	0	0
Power is estimated from default activity; no workload was simulated.
