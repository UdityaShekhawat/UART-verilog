## /design/flow/config.mk

```make
export PLATFORM = sky130hd
export DESIGN_NAME = transmitter
export DESIGN_NICKNAME = transmitter
export VERILOG_FILES = /design/flow/design.v
export SDC_FILE = /design/flow/constraint.sdc
export NUM_CORES = 4
export LEC_CHECK = 1
export CORE_AREA = 10 10 109 109
export DIE_AREA = 0 0 119 119
```

## /design/flow/constraint.sdc

```tcl
current_design transmitter

set clk_period 3.8
set clk_io_pct 0.2

create_clock -name clk0 -period $clk_period [get_ports {clk}]

set non_clock_inputs [all_inputs -no_clocks]
set_input_delay [expr $clk_period * $clk_io_pct] -clock clk0 $non_clock_inputs
set_output_delay [expr $clk_period * $clk_io_pct] -clock clk0 [all_outputs]
```

## /design/flow/design.v

```verilog
module transmitter(
input clk,reset_n,
input s_tick,
input [7:0] tx_din,
input tx_start,
output tx, 
output reg tx_done_tick
    );
    reg [1:0] Q,Q_next;
   localparam s_idle=0,s_start=1,s_data=2,s_stop=3;
   reg[3:0]count,count_next;
   reg[$clog2(8)-1:0]n,n_next;
   reg[7:0] b_reg,b_next;
   reg tx_reg,tx_next;
   always@(posedge clk or negedge reset_n)
   begin
        if(~reset_n)
         begin 
            Q<= s_idle;
            count<=0;
            n<=0;
            b_reg<=0;
            tx_reg<=1'b1;
         end
        else
         begin
             Q<= Q_next;
            count<=count_next;
             n<=n_next;
             b_reg<=b_next;
             tx_reg<=tx_next;
         end   
   end
   always@(*)
   begin
    Q_next= Q;
    n_next=n;
    b_next=b_reg;
   count_next=count;
   tx_done_tick=1'b0;
        case(Q)
            s_idle: begin tx_next=1'b1;
                        if(tx_start)
                             begin
                             count_next=0;
                             b_next=tx_din;
                             Q_next=s_start;
                             end
                    end
            s_start:begin tx_next=1'b0;
                            if(s_tick==1)
                              begin
                                    if(count==15) 
                                    begin
                                        count_next=0;
                                        n_next=0;
                                        Q_next=s_data;
                                    end
                                    else 
                                    begin
                                    count_next=count+1;                                 
                                    end
                               end
                   end
            s_data:begin tx_next=b_reg[0];
                        if(s_tick==1)
                        begin
                              if(count==15)
                              begin
                                count_next=0;
                                b_next={1'b0,b_reg[7:1]};
                                                if(n==7) Q_next=s_stop;
                                                else n_next=n+1;
                              end
                              else count_next=count+1;
                        end
                    end
            s_stop:begin tx_next=1'b1;
                     if(s_tick==1)
                     begin
                        if(count==15)
                        begin
                          tx_done_tick=1;
                          Q_next=s_idle;
                        end
                        else count_next=count+1;
                     end
                    end
            default: Q_next=s_idle;
        endcase
   end
   assign tx= tx_reg;
endmodule
```

## /design/flow/run.sh

```bash
#!/bin/bash
# OpenROAD 26Q1-2900-gdf79404cd8, Yosys 0.63+post, stock flow scripts
make -C /OpenROAD-flow-scripts/flow DESIGN_CONFIG=/design/flow/config.mk WORK_HOME=/design/flow/orfs finish
```

==> notes.md <==
The flow ran to the end, and the final reports show no timing, DRC or antenna violations. Once iteration 0 of detailed routing completed, the report listed 40 DRC markers. The synthesized netlist devotes 25.7% of its cell area to compound gates. Entering global routing, the biggest net connects 21 pins. TritonCTS built the clock tree.

Per the gpl log, the routability congestion estimate is 0.794. The count of fill cells added during filler insertion came out at 1093. The timing report gives the biggest stage delay along the critical path as 0.63 ns.

The placement stage leaves a total instance area of 0.00137 mm2. Yosys reported that registers with async set or reset make up 100%. The fraction of the core area occupied by cells at floorplan is 11.5%.

The type of element launching the critical path was an input pin. For reference, the post-synthesis area per instance comes to 10.6 um2. Between the synthesized netlist and the finished layout, the area growth was recorded as 30.2%. The synthesis report lists the most area-consuming cells as sky130_fd_sc_hd__dfrtp_1 41%, sky130_fd_sc_hd__o22ai_1 6.8%, sky130_fd_sc_hd__dfstp_2 4.8%.

The analysis reports a worst IR drop on VDD of 0.000146 V. In the placement report, post-DP HPWL is listed as 1930 um. For the via count, the log shows 859. The skew report gives the latency at the later pin of the worst-skew pair as 0.26 ns. After global routing the overflow that remains totals 0. In this run, flip-flops and latches consume 45.6% of the power. The dominant delay contributor by cell family on the critical path is buffers and inverters. The number of standard cells reported by yosys is 104. In this run the tools logged warnings totalling 25. The type recorded for the worst min-delay path is flip-flop to flip-flop.

The reported max-cap violation count is 0. Measured on the finished design, the core utilization comes to 14.9%. The run gives 20 for the register bit total from synthesis. Combinational cells account for 28.6% of the total power. Per the synthesis report, the simple-gate share of the synthesized area is 19.6%. 14 I/O pins were placed. The portion of synthesized cell area occupied by the leading cell type is 40.8%, and the total inserted antenna cells is 0.

The register with the most flip-flops in the layout has 8 of them. The tools report the fmax as 328 MHz. The worst setup path is captured at an output port.

Via count of the first global-routing pass: 796. The script logs the mean routed wire length per placed instance as 10.4 um. The synthesized instance count is 104. By instance count, the cell type seen most on the critical path is sky130_fd_sc_hd__clkdlybuf4s50_1. Post-placement cell count: 244. In the synthesized netlist, mux cells make up 1.02% of the area.

Counting flops with a built-in enable in the synthesized netlist gives 0. The run gives 20 for the total clock sinks. The final report gives the standard cell area, fillers excluded, as 0.00144 mm2. The routed layout reports a DRC error count of 0. Max-slew check failures listed in the final report amount to 0. The run gives 503 um2 as the register area.

Per Yosys stat, the portion of area used by sequential elements is 45.5%. After detailed routing, the number of vias per cell comes to 3.46. With the count of nets left with antenna violations after detail routing at 0, the largest fanout on the critical path is 7. The critical path goes through clkdlybuf4s50_1, nand4_1, nor2_1, clkdlybuf4s50_1.

The slew check shows that the tightest pin keeps a relative margin of 61.8%. The wire length of the first global-routing pass was 4120 um; the hold buffer count at CTS was 0. The yosys synthesis warning count is 1.

The library cell with the largest summed area after synthesis is sky130_fd_sc_hd__dfrtp_1. Per the detailed-route log, wirelength across all metal layers totals 2590 um. The critical path's slowest cell is sky130_fd_sc_hd__clkdlybuf4s50_1.

The final critical delay including setup and external delays was 3.05 ns; the minimum setup slack after placement was 0.733 ns. The core footprint is 0.00964 mm2, and the worst-case clock buffer depth is 2. The initialized floorplan defines 36 standard-cell rows. Clock tree synthesis inserted a total of 3 buffers. In this run, the synthesized area fraction spent on adder and majority cells is recorded as 3.40%. The worst setup skew after layout is 0.00573 ns. Post-CTS repair changed the size of 0 cells.

Looking at the cell usage after synthesis, the top flip-flop cell is sky130_fd_sc_hd__dfrtp_1. For reference, the final report shows the hold violation count at 0. Grouping non-sequential cells by family puts the most area in AND-OR/OR-AND gates.

The worst path meets setup with 0.750 ns of slack. The clock-pin transition on the worst setup and hold timing paths was 0.07 ns. In this run the tool buffered the top-level ports with 13 buffer cells. Of the cells placed in the final design, the portion with a size suffix greater than 1 is 14.8%. Summed over all failing endpoints, the final setup total negative slack is 0 ns.

The total power per unit cell area is 569 mW/mm2, and the post-synthesis share of cell area spent on xor and xnor gates is 0%. The worst setup path is of the input pin to output port kind. The number of setup violations in the final report was 0. Summing every instance area after synthesis gives 0.00110 mm2.

The finished layout holds 248 standard cells, fillers aside. The width of the die was 119 um. Cell internal power was estimated by the tool at 0.000552 W.

Setup repair after global routing left no endpoint under its margin. The tools report the H-tree depth reported by CTS as 1. In the final layout, the multi-input gates occupy 549 um2.

The slew at the pin closest to its max-slew limit was 0.573 ns. Switching power as a fraction of the total was reported as 32.5%. The cell sitting at the root of the clock tree is a sky130_fd_sc_hd__clkbuf_8. The number of antenna violations at the first check in global routing was 0; the post-route fraction of the period consumed by the critical path was 80.3%.

Global routing consumed, over all layers together, 3.47% of the routing resources. In this run the post-CTS setup repair buffer count came out at 0. According to the timing report, the data required time at the worst endpoint equals 3.04 ns. The synthesized netlist contains 38 unique library cells. In this run the vertical extent of the chip is 119 um. Per the OpenROAD power report, switching power amounts to 0.000266 W.

The chip footprint was 0.0142 mm2; the critical path buffer and inverter count was 2. The clock network accounts for 25.8% of the total power. The leakage power is 0.522 nW. The arrival time of data at the worst endpoint is listed as 2.29 ns. The first detailed-routing pass took 4 iterations.

The area recorded from the Yosys report for this design is 0.00110 mm2.
[through the flow]
step / power, W / hold WS (ns)
after floorplan: 0.000550 / 0.464
after global placement: 0.000602 / 0.486
after detailed placement: 0.000610 / 0.493
after CTS: 0.000828 / 0.510
after global routing: 0.000882 / 0.532
final: 0.000819 / 0.507
[power groups by stage]
stage / clock, W / sequential (W) / combinational [W]
6_report: 0.000211 / 0.000373 / 0.000234
4_1_cts: 0.000218 / 0.000373 / 0.000237
5_1_grt: 0.000228 / 0.000385 / 0.000269
[layer usage]
| layer | track usage, % | vias up | wire, um |
|---|---|---|---|
| met5 | 0 | - | 0 |
| met4 | 0.305 | 0 | 10 |
| met3 | 0.959 | 2 | 76 |
| met2 | 5.22 | 12 | 1160 |
| met1 | 5.04 | 424 | 1340 |
| li1 | - | 421 | - |
[layout make-up]
type / instances / area share (%)
Multi-Input combinational cell: 74 / 38.2
Sequential cell: 20 / 35.0
Tap cell: 133 / 11.6
Timing Repair Buffer: 14 / 9.57
Clock buffer: 3 / 2.87
Clock inverter: 1 / 2.09
Inverter: 3 / 0.783
[worst paths after layout]
kind                                from      endpoint  slack [ns]  cells past startpoint
worst max-delay path              s_tick  tx_done_tick        0.75                      4
worst min-delay path            b_reg[7]      b_reg[7]        0.51                      1
worst max register to register  count[1]      b_reg[3]        1.97                      5
worst min register to register  b_reg[7]      b_reg[7]        0.51                      1
max in group asynchronous        reset_n          Q[0]        2.70                      2
min in group asynchronous        reset_n          n[0]        0.83                      2
[worst reg2reg max path, cell delays in order, from the launching register on]
cell,delay [ns]
sky130_fd_sc_hd__dfrtp_1,0.40
sky130_fd_sc_hd__ha_1,0.27
sky130_fd_sc_hd__nand3_2,0.13
sky130_fd_sc_hd__or4b_1,0.63
sky130_fd_sc_hd__o22ai_1,0.18
sky130_fd_sc_hd__a21oi_1,0.08
[cell usage after synthesis, types with 2 or more instances]
library cell              count
sky130_fd_sc_hd__nor2b_4      2
sky130_fd_sc_hd__nor2_1       2
sky130_fd_sc_hd__ha_1         3
sky130_fd_sc_hd__inv_1        3
sky130_fd_sc_hd__o21ai_0      7
sky130_fd_sc_hd__a21oi_1     10
sky130_fd_sc_hd__dfstp_2      2
sky130_fd_sc_hd__a22o_1       6
sky130_fd_sc_hd__dfrtp_1     18
sky130_fd_sc_hd__o22ai_1     12
sky130_fd_sc_hd__buf_2        3
sky130_fd_sc_hd__buf_4        3
sky130_fd_sc_hd__nand2_1      8
[placed cells by master, fill, tap and decap left out, types with 2 or more instances in the layout]
cell type,count
sky130_fd_sc_hd__clkbuf_8,3
sky130_fd_sc_hd__dfrtp_1,18
sky130_fd_sc_hd__dfstp_2,2
sky130_fd_sc_hd__ha_1,3
sky130_fd_sc_hd__o22ai_1,12
sky130_fd_sc_hd__nand2_1,8
sky130_fd_sc_hd__nor2_1,2
sky130_fd_sc_hd__o21ai_0,7
sky130_fd_sc_hd__nor2b_4,2
sky130_fd_sc_hd__a21oi_1,10
sky130_fd_sc_hd__a22o_1,6
sky130_fd_sc_hd__clkdlybuf4s50_1,13
sky130_fd_sc_hd__inv_1,3
[logic make-up (layout without fill, tap and decap cells)]
family,Yosys count,count (layout)
flip-flops,20,20
multiplexers,1,1
buffers and inverters,10,21
AND-OR/OR-AND,43,43
AND/OR/NAND/NOR,27,27
adder cells (fa/ha/maj),3,3
Power is estimated from default activity; no workload was simulated.
